<file path="flow/run.sh">
#!/bin/bash
# OpenROAD 26Q1-2900-gdf79404cd8, Yosys 0.63+post, stock flow scripts
make -C /OpenROAD-flow-scripts/flow DESIGN_CONFIG=/design/flow/config.mk WORK_HOME=/design/flow/orfs finish
</file>
<file path="flow/config.mk">
export PLATFORM = sky130hd
export DESIGN_NAME = regfile
export DESIGN_NICKNAME = regfile
export VERILOG_FILES = /design/flow/design.v
export SDC_FILE = /design/flow/constraint.sdc
export NUM_CORES = 4
export LEC_CHECK = 1
export CORE_UTILIZATION = 30
</file>
<file path="flow/constraint.sdc">
current_design regfile

set clk_period 7.8
set clk_io_pct 0.2

create_clock -name clk0 -period $clk_period [get_ports {clk}]

set non_clock_inputs [all_inputs -no_clocks]
set_input_delay [expr $clk_period * $clk_io_pct] -clock clk0 $non_clock_inputs
set_output_delay [expr $clk_period * $clk_io_pct] -clock clk0 [all_outputs]
</file>
<file path="flow/design.v">
module regfile (
	input [0:0 ] clk,		 
	input [0:0 ] we,		 
	input [4:0 ] readaddr1,		 
	input [4:0 ] readaddr2,		 
	input [4:0 ] writeaddr,		 
	input [31:0] writedata,		 
	output logic [31:0] readdata1,	 
	output logic [31:0] readdata2		 
);
logic [31:0] mem[31:0];
always_ff @(posedge clk) begin
	if (we) mem[writeaddr] <= writedata;
end
always_comb begin
	if (readaddr1 == 5'd0) readdata1 = 32'd0;
	else if (we && readaddr1 == writeaddr) readdata1 = writedata;
	else readdata1 = mem[readaddr1];
	if (readaddr2 == 5'd0) readdata2 = 32'd0;
	else if (we && readaddr2 == writeaddr) readdata2 = writedata;
	else readdata2 = mem[readaddr2];
end
endmodule
</file>
==> results_slide.txt <==
Physical Implementation Snapshot

Status
  • Outcome: finished clean

Place
  • Routability cong.: 0.870
  • Buffers on Ports: 112
  • Hpwl dp: 88,000 um
  • Placement Cell Area: 51,900 sq um

Yosys
  • Mux area share: 0.243
  • Post-Synthesis Cells: 2,543
  • # Cells Yosys: 2,543
  • Ys flop type: edfxtp_1
  • Area share, top type: 0.645
  • Post-synth EDFFs: 1,024
  • Synth Cell Area: 47,700 sq um
  • XOR/XNOR Fraction of Synth Area: 0.00184
  • Yosys aoi share: 0.0686
  • Top logic family: multiplexers
  • Post-synth top area cell: edfxtp_1
  • Synth warn: 1
  • Share of async-settable or async-resettable flops after synthesis: 0
  • Synth area leaders: edfxtp_1 64%, mux4_2 19%, mux2i_1 4.5%
  • Count of cell types in the netlist: 52
  • Yosys chip area: 47,700 sq um
  • Ys flops: 1,024
  • Simple Share, Synth: 0.0195
  • Seq/Total Area, Yosys: 0.645
  • Syn avg cell area: 18.8 sq um
  • Synth Area in Adders: 0

Cells and area
  • Design area: 55,300 sq um
  • Logic area: 16,200 sq um
  • Register area: 30,700 sq um
  • Largest regs: mem x1024
  • Max reg flops: 1,024
  • Biggest register: mem
  • Area Overhead vs Synth: 16.0%
  • Layout cell share with drive strength beyond 1: 0.281
  • Fillers: 14,500

STA
  • Slew headroom: 0.387
  • Fin crit period: 6.33 ns
  • Fin crit share: 0.812
  • Hold Fails Final Rpt: 0
  • Sum Neg Setup Slack: 0 ns
  • Slew at the pin with the worst max-slew slack: 0.919 ns
  • Fin. max-slew vios: 0
  • Hold_ws: 1.86 ns
  • FMAX: 0.158 GHz
  • Unrepaired setup endpoints after global routing: no
  • Final setup fails: 0

Clock network
  • Clock net sink count: 1,024
  • Clock buffer depth: 3
  • TritonCTS Buffers: 101
  • H-tree depth: 3
  • Post-CTS setup repair buffer count: 0
  • CTS tree: yes
  • Post-cts hold-fix buffer tally: 0
  • Resized cells post-CTS: 0
  • Clock Pin Slew Worst Setup and Hold Paths: 0.05 ns
  • Root buffer cell: clkbuf_16

Drt
  • Post-route ant nets: 0
  • TritonRoute pass-1 iters: 7
  • Via count: 27,700
  • Residual DRC count: 0
  • Per-cell routed wire length: 31.9 um
  • Routed vias/inst: 5.73
  • Overall routed net length: 154,000 um
  • Initial drt markers: 1,840

Hold path
  • Hold Path Stages: 2
  • Worst Hold Class: in -> reg

Run
  • Tool warning count: 1,229
  • Max Cap Viol: 0

Global routing
  • Grt met2 use: 0.303
  • Global-route wire length before repair: 219,000 um
  • Vias in the first global route: 30,600
  • Total gr overflow: 0
  • Grt met3 use: 0.170
  • Largest net degree at the start of global routing: 84
  • All-Layer GR Usage: 0.205
  • Grt peak-use layer: met2
  • Initial antenna violation count: 13
  • GRT met1 Usage: 0.224

Critical path
  • Crit Path Max Fanout: 10
  • Cell mode on critical path: clkdlybuf4s50_1
  • CP peak stage delay: 0.59 ns
  • Worst EP arrival: 4.77 ns
  • Critical Path, Cell by Cell: clkdlybuf4s50_1 > xor2_1 > nor4_1 > nand3_2 > nor2_4 > buf_4 > o2bb2ai_1 > clkdlybuf4s50_1
  • CP Capture Type: output pin
  • Kind of critical path: in -> out
  • CP required: 6.24 ns
  • Slowest CP cell: clkdlybuf4s50_1
  • Crit-path leading delay family: buffers and inverters
  • Stages on the worst setup path: 8
  • Worst Path Buf+Inv: 3
  • Startpoint Class: input pin

Floorplan
  • Die height: 401 um
  • IO Pins: 113
  • FP Rows: 145
  • Die X-Extent: 401 um
  • Init Core Util: 0.304
  • Chip area: 161,000 sq um
  • Core Area: 157,000 sq um

Power and ir drop
  • Power Density: 208 nW/um^2
  • Leakage: 17.3 nW
  • Peak supply drop: 157 uV
## layout make-up
cell class / count / share of cell area
Sequential cell: 1024 / 0.556
Timing Repair Buffer: 252 / 0.0429
Clock inverter: 68 / 0.0146
Multi-Input combinational cell: 1298 / 0.293
Clock buffer: 121 / 0.0470
Tap cell: 2058 / 0.0465
Inverter: 2 / 0.000136
Antenna cell: 2 / 0.0000905
## worst paths after layout
| path | slack, ns | startpoint | endpoint |
|---|---|---|---|
| min | 1.86 | writedata[21] | mem[8][21]$_DFFE_PP_ |
| max | 1.47 | writeaddr[2] | readdata2[30] |
## layout by cell type (no fill, tap or decap), drive strengths merged, types with 7 or more instances in the layout
master            n
a22oi           139
o21a              7
o2bb2ai          16
clkinvlp          7
nand2b           10
mux2             18
a32o             32
a211oi           16
mux4            410
nand3b            7
a21oi           105
o21ai            11
edfxtp         1024
o221ai           65
nor2             44
o211ai            9
bufinv           15
nand2           100
mux2i           215
clkbuf          121
clkinv           44
a221oi            8
clkdlybuf4s50   103
o22ai            11
buf             149
## per-stage QoR
| step | setup WS [ns] | utilization | instances | total power [mW] |
|---|---|---|---|---|
| 6_report | 1.47 | 0.352 | 4825 | 11.5 |
| 2_1_floorplan | 3.02 | - | 2543 | 6.89 |
| 3_5_place_dp | 1.53 | 0.330 | 4634 | 7.41 |
| 4_1_cts | 1.52 | 0.352 | 4823 | 12.4 |
| 3_3_place_gp | 1.54 | 0.330 | 4634 | 7.41 |
| 5_1_grt | 1.20 | 0.352 | 4824 | 12.7 |
## where the power goes
part | internal, mW | switching [mW] | total (mW)
registers | 6.14 | 0.0254 | 6.16
logic | 0.493 | 0.646 | 1.14
clock network | 2.88 | 1.35 | 4.23
## metal layers
layer,share of wire,wire length [um],vias to the layer above
li1,-,-,11300
met1,0.32,48600,14000
met2,0.46,70800,2033
met3,0.19,29100,321
met4,0.033,5080,31
met5,0.0017,264,-
## logic make-up after synthesis
group,after synthesis
compound gates,446
xor+xnor,10
buf+inv,221
flops,1024
mux,643
simple gates,199
## synthesized netlist by cell type, types with 5 or more instances
master and number:
o2bb2ai_1 16, xnor2_1 6, a32o_1 32, o221ai_1 65, buf_4 16, mux4_2 408
o211ai_1 9, a221oi_1 8, o21ai_0 11, nand2_1 100, a2111oi_0 6, clkbuf_1 104
nand2b_1 10, buf_6 13, edfxtp_1 1024, o22ai_1 11, o21a_1 7, nor2b_1 6
a21oi_1 105, buf_1 16, a22o_1 5, nand3b_1 7, nor2_1 43, nand3_1 5
o2111ai_1 6, buf_2 70, mux2i_1 215, a22oi_1 139, mux2_2 18, a211oi_1 16
No activity file was given, so power comes from the tool's default toggle rates.
