<file path="./run.sh">
#!/bin/bash
# OpenROAD 26Q1-2900-gdf79404cd8, Yosys 0.63+post, stock flow scripts
make -C /OpenROAD-flow-scripts/flow DESIGN_CONFIG=/design/flow/config.mk WORK_HOME=/design/flow/orfs finish
</file>
<file path="./constraint.sdc">
current_design mux41

set clk_period 1.1
set clk_io_pct 0.2

create_clock -name clk0 -period $clk_period

set non_clock_inputs [all_inputs -no_clocks]
set_input_delay [expr $clk_period * $clk_io_pct] -clock clk0 $non_clock_inputs
set_output_delay [expr $clk_period * $clk_io_pct] -clock clk0 [all_outputs]
</file>
<file path="./config.mk">
export PLATFORM = sky130hd
export DESIGN_NAME = mux41
export DESIGN_NICKNAME = mux41
export VERILOG_FILES = /design/flow/design.v
export SDC_FILE = /design/flow/constraint.sdc
export NUM_CORES = 4
export LEC_CHECK = 1
export CORE_AREA = 10 10 84 84
export DIE_AREA = 0 0 94 94
</file>
<file path="./design.v">
module mux41 (
    input  logic [31:0] a,
    input  logic [31:0] b,
    input  logic [31:0] c,
    input  logic [31:0] d,
    input  logic [1:0]  s,
    output logic [31:0] o
);
    assign o = (s == 2'b00) ? a :
               (s == 2'b01) ? b :
               (s == 2'b10) ? c :
               (s == 2'b11) ? d : 32'h00000000;
endmodule
</file>
==> run notes <==
The final reports fail on negative setup slack. The run gives 1.29 for the share of the cycle needed by the critical path after routing. The top cell types in the final layout, fill and taps aside, are 120 x sky130_fd_sc_hd__dlygate4sd2_1, 32 x sky130_fd_sc_hd__mux4_2, 31 x sky130_fd_sc_hd__buf_2. The logs give -7.93 ns for the summed negative setup slack over all endpoints and 0 for the portion of total power attributed to sequential cells.

The via-per-instance ratio was 4.38; the floorplan die height was 94 µm. STA classifies the critical path endpoint as a primary output. In the finished design the tool counted flip-flops and latches totalling 0. Yosys reports a chip area of 815 µm².

The tools report the timing-limited maximum frequency as 0.703 GHz. The via total after detailed routing was 1,239. Global routing finished with a remaining overflow of 0. The run gives 0.393 for the fraction of final layout cells sized beyond drive strength 1.

With the area of the die at 8840 µm², the cell area power density is 335 nW/µm². The cell count in the Yosys report is 39, and the setup-violating endpoint count in the final report is 32. The setup slack after layout was -0.323 ns. For the part of the Yosys area used for sequential elements, the log shows 0. TritonRoute output was used to compute an average wire per cell of 23.8 µm. The count of different cell masters after synthesis was 5; the final weighted congestion of routability-driven global placement was 0.812. The worst hold path class is in -> out.

The relative max-transition margin is 0.932. The maximum number of pins on one net before global-route repair came out at 17. According to the report, the first pass of detailed routing completed in 4 iterations. The wire-length estimate of the detail-placed layout is 5.74 mm. Data arrives at the worst endpoint at 1.20 ns. By instance count after routing, the leading logic cell type is sky130_fd_sc_hd__dlygate4sd2_1.

The internal power of the cells totals 602 µW. With the reported net switching power at 212 µW, the leakage component of the power is 0.00118 µW. Setup repair after global routing could not meet its margin everywhere. The number of antenna violations at the first check in global routing is 2, and the largest vdd supply drop is 0.000162 V.

The utilization after layout was 0.466; the clock period minus final worst setup slack was 1.42 ns. The synthesized instance count was 39. The count of input and output buffers is 162, and the final tally of max-slew violations is 0. The fraction of power consumed by the clock network was 0; the combinational power share was 1.000. The pin closest to its max-slew limit shows a slew of 0.103 ns. The first global-routing pass estimated 9.73 mm of wire.

The number of max-capacitance violations reported came out at 0. 162 I/O pins were placed. With the peak fanout along the critical path at 1, the total area of sequential cells is 0 µm².

Nets still carrying antenna violations after routing amount to 0. For the initial core utilization, the log shows 0.156. The via count of the first global-routing pass was 1,506. Looking at the setup timing report, the critical path kind is in -> out. The die outline width works out to 94 µm. The core area was 5200 µm²; the residual DRC count was 0. STA classifies the critical path startpoint as an input pin. Summing every instance area after synthesis gives 815 µm². The switching portion of total power was 0.261.

Required time of the critical path: 0.88 ns. The final count of hold timing violations is 0, and the tally of clock buffers in the finished layout is 0. The routed design has 6.74 mm of wire.

Synthesis warning total: 0. The tool warning count was 35. Setup slack on the worst path after placement came out at -0.877 ns.

The first routing iteration left 10 violations. The run finished, with violations left. The run gives 0.150 as the overall fraction of global-route tracks in use. The number of cell rows is 26.

Averaged over all synthesized cells, the footprint is 20.9 µm². Synthesis-to-layout area growth: 198%.
==> layout make-up <==
cell class,instances,area [µm²]
Fill cell,533,2780
Timing Repair Buffer,179,1610
Multi-Input combinational cell,32,721
Tap cell,70,87.6
Antenna cell,2,5.00
==> power groups by stage <==
| stage | Sequential [µW] | Combinational (µW) | Clock (µW) |
|---|---|---|---|
| after CTS | 0 | 824 | 0 |
| final | 0 | 814 | 0.000244 |
| after global routing | 0 | 881 | 0.000244 |
==> worst paths after layout <==
check,start,end,slack (ns),cells after the start
hold / removal,b[19],o[19],0.82,3
setup / recovery,c[22],o[22],-0.32,3
==> layer usage <==
metal  up-vias  wire length (µm)  GRT usage
met5         -                 0          0
li1        553                 -          -
met2        82              3890      0.278
met1       604              2140      0.155
met3         0               717     0.0670
met4         0                 0     0.0203
==> worst max-delay path: stages <==
cell and delay (ns):
sky130_fd_sc_hd__clkdlybuf4s50_1 0.39, sky130_fd_sc_hd__mux4_2 0.46, sky130_fd_sc_hd__buf_2 0.13
==> synth_stat cells <==
library cell	number	area share
sky130_fd_sc_hd__buf_12	3	0.074
sky130_fd_sc_hd__buf_2	3	0.018
sky130_fd_sc_hd__buf_6	1	0.014
sky130_fd_sc_hd__mux4_1	2	0.065
sky130_fd_sc_hd__mux4_2	30	0.83
==> logic make-up (layout without fill, tap and decap cells) <==
| kind of cell | count (synthesis) | in the layout | share of synthesized area |
|---|---|---|---|
| mux | 32 | 32 | 0.894 |
| buf+inv | 7 | 179 | 0.106 |
| other cells | 0 | 2 | 0 |
==> timing repair <==
item                                    in CTS  in global routing
endpoints found under the setup margin      32                 32
buffers inserted                             7                  1
gates cloned                                 4                  0
hold buffers                                 0                  0
pin swaps                                    0                  0
resized                                    253                  5
hold endpoints to repair                     0                  0
==> metrics by stage <==
stage          hold slack (ns)  area (µm²)  total power (µW)  instances
2_1_floorplan            0.526         823               261         39
3_3_place_gp              1.37        2510               999        269
3_5_place_dp              1.38        2510               997        269
4_1_cts                  0.904        2400               824        280
5_1_grt                  0.861        2430               881        283
6_report                 0.823        2430               814        283
Power is estimated from default activity; no workload was simulated.
